<file path="design/flow/run.sh">
#!/bin/bash
# OpenROAD 26Q1-2900-gdf79404cd8, Yosys 0.63+post, stock flow scripts
make -C /OpenROAD-flow-scripts/flow DESIGN_CONFIG=/design/flow/config.mk WORK_HOME=/design/flow/orfs finish
</file>
<file path="design/flow/design.v">
module decode (input [31:0] instruction, output reg [5:0] op_code, output reg [5:0] func_code, output reg [4:0] rs, output reg [4:0] rt, output reg [4:0] rd, output reg [4:0] shamt, output reg [15:0] address, output reg branch, input decode_flag);
    initial begin
        op_code = 6'b0;
        func_code = 6'b0;
        rs = 5'b0;
        rt = 5'b0;
        rd = 5'b0;
        shamt = 5'b0;
        address = 16'b0;
    end
    always @ (*) begin
        op_code = instruction [31:26];
        if (op_code == 0) begin  
            func_code = instruction [5:0];
            rs = instruction [25:21];
            rt = instruction [20:16];
            rd = instruction [15:11];
            shamt = instruction [10:6];
            branch = 0;
        end
        else if (op_code == 1) begin  
            address = instruction [15:0];
            branch = 1;
        end
        else begin  
            address = instruction [15:0];
            rs = instruction [25:21];
            rd = instruction [20:16];
            rt = instruction [20:16];
            branch = 1;
        end
    end
endmodule
</file>
<file path="design/flow/config.mk">
export PLATFORM = sky130hd
export DESIGN_NAME = decode
export DESIGN_NICKNAME = decode
export VERILOG_FILES = /design/flow/design.v
export SDC_FILE = /design/flow/constraint.sdc
export NUM_CORES = 4
export LEC_CHECK = 1
export CORE_AREA = 10 10 83 83
export DIE_AREA = 0 0 93 93
</file>
<file path="design/flow/constraint.sdc">
current_design decode

set clk_period 2.2
set clk_io_pct 0.2

create_clock -name clk0 -period $clk_period

set non_clock_inputs [all_inputs -no_clocks]
set_input_delay [expr $clk_period * $clk_io_pct] -clock clk0 $non_clock_inputs
set_output_delay [expr $clk_period * $clk_io_pct] -clock clk0 [all_outputs]
</file>
==> reports/notes.md <==
• Arrival @ worst endpoint: 1.55 ns
• starting density of the core: 15.6%
• number of hold violations in the final report: 0
• actual transition at the worst max-transition pin: 0.302 ns
• pin count of the biggest net entering global routing: 33
• total length of routed wires: 2620 um
• worst hold slack after final layout: 1.74 ns
• total power density per cell area: 107 mW/mm^2
• Final period util: 90.7%
• worst path cell trace: clkdlybuf4s50_1 > nor2_2 > nand3_4 > clkdlybuf4s50_1
• leakage power: 0.720 nW
• synthesized area divided by synthesized cell count: 13.8 sq um
• worst stage delay on the critical path: 0.50 ns
• number of buffers inserted for hold repair after clock tree synthesis: 0
• residual DRC count: 0
• top achievable clock speed: 501 MHz
• maximum fanout count along the critical path: 3
• maximum capacitance violations: 0
• number of buffers inserted to repair setup after CTS: 0
• Total Neg Setup Slack: 0 ns
• cell family contributing the most delay on the critical path: buffers and inverters
• post-detail-place hpwl: 2330 um
• number of nets with antenna violations after routing: 0
• most common cell after layout, fill and taps aside: sky130_fd_sc_hd__clkdlybuf4s50_1
• Post-Syn Instances: 58
• count of routing violations after the opening detailed-route iteration: 7
• vertical die dimension: 93 um
• Min-Delay Path Class: input pin to output port
• synthesized area: 803 sq um
• outcome: completed
• Worst Setup Path Type: input pin to output port
• GP Congestion: 0.689
• Pins Over Slew Limit: 0
• final-layout fill cell count: 558
• buffers added on ports: 81
• worst path required time: 1.76 ns
• global-route wire length before repair: 4080 um
• normalized max-slew margin: 79.9%
• count of final setup violators: 0
• filler-free cell count of the finished design: 204
• nature of the critical path endpoint: output port
• Crit-path slowest cell: sky130_fd_sc_hd__clkdlybuf4s50_1
• IR drop worst, VDD: 0.0437 mV
• count of unclocked register or latch pins: 42
• cell count in the Yosys report: 58
• antenna violations before repair: 0
• number of warnings in the stage logs: 33
• count of endpoints without a timing constraint: 84
• Pre-Repair DR Iteration Count: 3
• synthesis area per yosys: 803 sq um
• cell mode on critical path: sky130_fd_sc_hd__clkdlybuf4s50_1
• detail-routed via count per cell: 3.19
• I/O pin count: 82
• chip footprint: 0.00865 sq mm
• post-CTS resize count: 0
• Final min period: 1.99 ns
• Design Power: 0.179 mW
• cell count after placement: 204
• via count of the first global-routing pass: 673
• RSZ-0062 raised after global routing: false
• worst setup path endpoint: branch
• Critical Path Source Type: input pin
• # rows: 26
• top library cells by usage in the layout, fill and taps aside: 81 x sky130_fd_sc_hd__clkdlybuf4s50_1, 26 x sky130_fd_sc_hd__dlxtn_1, 16 x sky130_fd_sc_hd__dlxtp_1, 5 x sky130_fd_sc_hd__mux2_4, 2 x sky130_fd_sc_hd__nor2_2
• ant diodes: 0
• Stages on worst setup path: 4
• Congestion Overflow GR: 0
• via count: 650
• GR Util All Layers: 5.84%
• #FFs+latches synth: 42
• overall die width: 93 um
• YS warnings: 1
• average detailed-routed wire length per instance: 12.8 um
• Distinct cells, synth: 8
• placeable core area: 0.00514 sq mm
• fraction of final layout cells sized beyond drive strength 1: 8.21%
• Area growth, synth to finish: 107%
• startpoint of the most critical setup path: instruction[27]
• number of buffer and inverter stages on the critical path: 2
[sequential cells by signal, indices dropped and copies added, names as in the netlist]
signal	cells
address	16
func_code	6
rd	5
rs	5
rt	5
shamt	5
[synth_stat cells]
| cell | instances | area [sq um] |
|---|---|---|
| sky130_fd_sc_hd__nor2_2 | 2 | 12.5 |
| sky130_fd_sc_hd__nand3_4 | 1 | 17.5 |
| sky130_fd_sc_hd__buf_4 | 6 | 45.0 |
| sky130_fd_sc_hd__and4b_2 | 1 | 11.3 |
| sky130_fd_sc_hd__mux2_4 | 5 | 75.1 |
| sky130_fd_sc_hd__dlxtp_1 | 16 | 240 |
| sky130_fd_sc_hd__dlxtn_1 | 26 | 390 |
| sky130_fd_sc_hd__nor2_4 | 1 | 11.3 |
[cells by family after synthesis]
family / synth area share [%]
multiplexers: 9.35
AND/OR/NAND/NOR: 6.54
buffers and inverters: 5.61
latches: 78.5
[metal layers]
| layer | GRT usage, % | share of wire, % |
|---|---|---|
| met4 | 0 | 0 |
| met3 | 2.91 | 13 |
| met5 | 0 | 0 |
| met1 | 6.37 | 36 |
| met2 | 10.6 | 50 |
[layout make-up]
cell class	instances	area [sq um]	share of cell area, %
timing repair buffer	82	818	49.2
sequential	42	631	37.9
tap	70	87.6	5.26
multi-input combinational	10	128	7.67
[power breakdown]
| group | total [mW] | switching (mW) | internal (mW) |
|---|---|---|---|
| Sequential | 0.0438 | 0.00523 | 0.0386 |
| Clock | 0 | 0 | 0 |
| Combinational | 0.135 | 0.0264 | 0.108 |
| Total | 0.179 | 0.0317 | 0.147 |
[metrics by stage]
stage / utilization [%] / cell area, sq um / worst slack [ns]
after floorplan: - / 803 / 0.959
after global placement: 32.4 / 1660 / 0.176
after detailed placement: 32.4 / 1660 / 0.194
after CTS: 32.4 / 1660 / 0.186
after global routing: 32.4 / 1660 / 0.110
final: 32.4 / 1660 / 0.205
[how the worst min path moves through the flow]
stage | startpoint | to | depth (start not counted) | slack (ns)
6_report | instruction[29] | op_code[3] | 2 | 1.74
4_1_cts | instruction[29] | op_code[3] | 2 | 1.75
5_1_grt | instruction[28] | op_code[2] | 2 | 1.77
No activity file was given, so power comes from the tool's default toggle rates.
